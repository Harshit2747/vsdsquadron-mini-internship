**/design/flow/config.mk**
```make
export PLATFORM = sky130hd
export DESIGN_NAME = Harshit_rv32i
export DESIGN_NICKNAME = Harshit_rv32i
export VERILOG_FILES = /design/flow/design.v
export SDC_FILE = /design/flow/constraint.sdc
export NUM_CORES = 4
export LEC_CHECK = 1
export CORE_UTILIZATION = 40
```
**/design/flow/constraint.sdc**
```tcl
current_design Harshit_rv32i

set clk_period 19.1
set clk_io_pct 0.2

create_clock -name clk0 -period $clk_period [get_ports {RN}]
create_clock -name clk1 -period $clk_period [get_ports {clk}]

set non_clock_inputs [all_inputs -no_clocks]
set_input_delay [expr $clk_period * $clk_io_pct] -clock clk0 $non_clock_inputs
set_output_delay [expr $clk_period * $clk_io_pct] -clock clk0 [all_outputs]
```
**/design/flow/design.v**
```verilog
module Harshit_rv32i(clk,RN,NPC,WB_OUT);
input clk;
input RN;
integer k;
wire  EX_MEM_COND ;
reg 
BR_EN;
reg[31:0] 
IF_ID_IR,
IF_ID_NPC;                                
reg[31:0] 
ID_EX_A,
ID_EX_B,
ID_EX_RD,
ID_EX_IMMEDIATE,
ID_EX_IR,ID_EX_NPC;      
reg[31:0] 
EX_MEM_ALUOUT,
EX_MEM_B,EX_MEM_IR;                        
parameter 
ADD=3'd0,
SUB=3'd1,
AND=3'd2,
OR=3'd3,
XOR=3'd4,
SLT=3'd5,
ADDI=3'd0,
SUBI=3'd1,
ANDI=3'd2,
ORI=3'd3,
XORI=3'd4,
LW=3'd0,
SW=3'd1,
BEQ=3'd0,
BNE=3'd1,
SLL=3'd0,
SRL=3'd1;
parameter 
AR_TYPE=7'd0,
M_TYPE=7'd1,
BR_TYPE=7'd2,
SH_TYPE=7'd3;
reg[31:0] 
MEM_WB_IR,
MEM_WB_ALUOUT,
MEM_WB_LDM;                      
output reg [31:0]WB_OUT,NPC;
reg [31:0]REG[0:31];                                               
reg [31:0]MEM[0:31];                                             
reg [31:0]DM[0:31];   
always @(posedge clk or posedge RN) begin
    if(RN) begin
    NPC<= 32'd0;
    BR_EN<= 1'd0; 
    REG[0] <= 32'h00000000;
    REG[1] <= 32'd1;
    REG[2] <= 32'd2;
    REG[3] <= 32'd3;
    REG[4] <= 32'd4;
    REG[5] <= 32'd5;
    REG[6] <= 32'd6;
    end
    else begin
    NPC <= BR_EN ? EX_MEM_ALUOUT : NPC +32'd1;
    BR_EN <= 1'd0;
    IF_ID_IR <=MEM[NPC];
    IF_ID_NPC <=NPC+32'd1;
    end
end
always @(posedge RN) begin
MEM[0] <= 32'h02208300;          
MEM[1] <= 32'h02209380;          
MEM[2] <= 32'h0230a400;          
MEM[3] <= 32'h02513480;          
MEM[4] <= 32'h0240c500;          
MEM[5] <= 32'h02415580;          
MEM[6] <= 32'h00520600;          
MEM[7] <= 32'h00209181;          
MEM[8] <= 32'h00208681;          
MEM[9] <= 32'h00f00002;          
MEM[25] <= 32'h00210700;          
end
always @(posedge clk) begin
ID_EX_A <= REG[IF_ID_IR[19:15]];
ID_EX_B <= REG[IF_ID_IR[24:20]];
ID_EX_RD <= REG[IF_ID_IR[11:7]];
ID_EX_IR <= IF_ID_IR;
ID_EX_IMMEDIATE <= {{20{IF_ID_IR[31]}},IF_ID_IR[31:20]};
ID_EX_NPC<=IF_ID_NPC;
end
always@(posedge clk) begin
EX_MEM_IR <=  ID_EX_IR;
case(ID_EX_IR[6:0])
AR_TYPE:begin
    if(ID_EX_IR[31:25]== 7'd1)begin
    case(ID_EX_IR[14:12])
    ADD:EX_MEM_ALUOUT <= ID_EX_A + ID_EX_B;
    SUB:EX_MEM_ALUOUT <= ID_EX_A - ID_EX_B;
    AND:EX_MEM_ALUOUT <= ID_EX_A & ID_EX_B;
    OR :EX_MEM_ALUOUT <= ID_EX_A | ID_EX_B;
    XOR:EX_MEM_ALUOUT <= ID_EX_A ^ ID_EX_B;
    SLT:EX_MEM_ALUOUT <= (ID_EX_A < ID_EX_B) ? 32'd1 : 32'd0;
    endcase
    end
    else begin
        case(ID_EX_IR[14:12])
        ADDI:EX_MEM_ALUOUT <= ID_EX_A + ID_EX_IMMEDIATE;
        SUBI:EX_MEM_ALUOUT <= ID_EX_A - ID_EX_IMMEDIATE;
        ANDI:EX_MEM_ALUOUT <= ID_EX_A & ID_EX_B;
        ORI:EX_MEM_ALUOUT  <= ID_EX_A | ID_EX_B;
        XORI:EX_MEM_ALUOUT <= ID_EX_A ^ ID_EX_B;
        endcase
    end
end
M_TYPE:begin
    case(ID_EX_IR[14:12])
    LW  :EX_MEM_ALUOUT <= ID_EX_A + ID_EX_IMMEDIATE;
    SW  :EX_MEM_ALUOUT <= ID_EX_IR[24:20] + ID_EX_IR[19:15];
    endcase
end
BR_TYPE:begin
    case(ID_EX_IR[14:12])
    BEQ:begin 
    EX_MEM_ALUOUT <= ID_EX_NPC+ID_EX_IMMEDIATE;
    BR_EN <= 1'd1 ? (ID_EX_IR[19:15] == ID_EX_IR[11:7]) : 1'd0;
end
BNE:begin 
    EX_MEM_ALUOUT <= ID_EX_NPC+ID_EX_IMMEDIATE;
    BR_EN <= (ID_EX_IR[19:15] != ID_EX_IR[11:7]) ? 1'd1 : 1'd0;
end
endcase
end
SH_TYPE:begin
case(ID_EX_IR[14:12])
SLL:EX_MEM_ALUOUT <= ID_EX_A << ID_EX_B;
SRL:EX_MEM_ALUOUT <= ID_EX_A >> ID_EX_B;
endcase
end
endcase
end
always@(posedge clk) begin
MEM_WB_IR <= EX_MEM_IR;
case(EX_MEM_IR[6:0])
AR_TYPE:MEM_WB_ALUOUT <=  EX_MEM_ALUOUT;
SH_TYPE:MEM_WB_ALUOUT <=  EX_MEM_ALUOUT;
M_TYPE:begin
case(EX_MEM_IR[14:12])
LW:MEM_WB_LDM <= DM[EX_MEM_ALUOUT];
SW:DM[EX_MEM_ALUOUT]<=REG[EX_MEM_IR[11:7]];
endcase
end
endcase
end
always@(posedge clk) begin
case(MEM_WB_IR[6:0])
AR_TYPE:begin 
WB_OUT<=MEM_WB_ALUOUT;
REG[MEM_WB_IR[11:7]]<=MEM_WB_ALUOUT;
end
SH_TYPE:begin
WB_OUT<=MEM_WB_ALUOUT;
REG[MEM_WB_IR[11:7]]<=MEM_WB_ALUOUT;
end
M_TYPE:begin
case(MEM_WB_IR[14:12])
LW:begin
WB_OUT<=MEM_WB_LDM;
REG[MEM_WB_IR[11:7]]<=MEM_WB_LDM;
end
endcase
end
endcase
end
endmodule
```
**/design/flow/run.sh**
```bash
#!/bin/bash
# OpenROAD 26Q1-2900-gdf79404cd8, Yosys 0.63+post, stock flow scripts
make -C /OpenROAD-flow-scripts/flow DESIGN_CONFIG=/design/flow/config.mk WORK_HOME=/design/flow/orfs finish
```
==> metrics.yaml <==
floorplan:
  fp.dieH_um: 430
  dieArea_um2: 185000
  die_w_um: 430
  io_pins: 66
  core-area_um2: 181000
  initCoreUtil_pct: 40.4
  rows: 156
cts:
  cts_resized: 0
  path_clk_slew_ns: 0.06
  post_cts_buffers: 0
  cts_tree: "yes"
  hold_buffers: 0
timing:
  slew_violations: 0
  finalSetupTns_ns: 0
  setup_violations: 0
  holdWs_ns: -0.266
  worstMarginPinSlew_ns: 0.943
  fin_ws_ns: 9.66
  skew_ns: 0.0527
  rsz0062_at_grt: "no"
  worst_slew_margin_rel_pct: 36.3
  hold_viol: 48
min_path:
  hold_depth: 3
  hold_class: "clk -> reg"
routing:
  dr_total_vias: 47000
  drt_first_pass_iters: 10
  wirelength_mm: 239
  routedWlPerCell_um: 31.7
  ant_nets: 0
  viasPerCell: 6.21
  drt_iter0_drc: 4395
  drc: 0
power:
  ir_worst_vdd_mv: 0.0836
  p_leak_nw: 29.5
  power_per_cell_area_nw_per_um2: 89.7
logic_synthesis:
  ys_seq_share_pct: 65.6
  synth_chip_area_um2: 73300
  syn-instance-count: 4855
  synth.yosys.warnings: 1125
  ys_cells: 4855
  ys.flops: 1650
  edf_count: 1488
  async_flop_share_pct: 1.94
  avgSynthCellArea_um2: 15.1
  synth_area_um2: 73300
  ys_types: 105
  synth-main-ff-cell: "edfxtp_1"
final_layout:
  layout-drive-gt1-share_pct: 17.9
  area_growth_syn_to_layout_pct: 14.1
  fill_cells: 15300
  layout.cells.most_common_list: "edfxtp_1 (1488), mux4_2 (288), nor2_1 (241), a22oi_1 (218), inv_1 (210)"
  mostFrequentLayoutCell: "edfxtp_1"
worst_setup_path:
  worstSetupEndpointType: "register"
  worstPathArrival_ns: 9.96
  cp_data_required_time_ns: 19.62
  cp_max_fo: 14
  worstRegToRegCells: 12
  start_kind: "clock port"
  crit_type: "clk -> reg"
global_routing:
  grt_pass1_vias: 48800
  grt_max_degree: 67
  grt_usage_pct: 28.0
  gr-total-overflow: 0
  antenna_found_initial: 6
  grt_pass1_wl_mm: 343
placed_design:
  dpl.hpwl_mm: 152
  place_ws_ns: 7.52
  place_congestion: 1.03
  numPortBuffers: 64
flow_run:
  warnings: 179
  drv_cap: 0
status:
  status: "complete, but fails checks"
  failed_checks: "hold timing"
## metrics by stage
step | cell area [um2] | hold WS (ns) | utilization [%] | cells | power (W)
CTS | 83600 | -0.314 | 46.1 | 7555 | 0.00756
finish | 83600 | -0.266 | 46.1 | 7559 | 0.00750
global route | 83600 | -0.294 | 46.1 | 7555 | 0.00773
floorplan | 73300 | 0.310 | - | 4855 | 0.00403
detailed placement | 77300 | 0.315 | 42.7 | 7146 | 0.00403
global placement | 77300 | 0.315 | 42.7 | 7146 | 0.00403
## worst max-delay path: stages
cell and delay [ns]:
clkbuf_16 0.16, clkbuf_16 0.18, inv_1 0.06
## registers in the layout, summed over array words and instances (netlist names), 32 cells and up
name,flops
DM,1024
EX_MEM_ALUOUT,32
ID_EX_A,32
ID_EX_B,32
ID_EX_NPC,32
IF_ID_NPC,32
MEM_WB_ALUOUT,32
MEM_WB_LDM,32
NPC,32
REG,288
WB_OUT,32
## logic make-up after synthesis
family,count (synthesis),synth area share (%)
simple gates,990,6.64
buf+inv,474,2.67
fa+ha+maj,126,2.21
compound gates,1098,11.0
xor+xnor,112,1.34
flops,1650,65.6
mux,405,10.5
## power by group
group,total [W],switching [W],internal [W],leakage [nW]
registers,0.00390,0,0.00390,18.8
logic,0.00000000732,0,0,7.32
clock network,0.00360,0.00157,0.00203,3.31
total,0.00750,0.00157,0.00593,29.5
## final timing paths
kind                                                     to  slack (ns)                 start
min in group clk0                                WB_OUT[26]        5.38  WB_OUT[26]$_DFFE_PP_
worst max-delay path                  IF_ID_IR[9]$_DFFE_PN_        9.66                    RN
worst min-delay path                IF_ID_NPC[25]$_DFFE_PN_       -0.27                    RN
max in group clk0                                    NPC[2]       13.11      NPC[2]$_DFF_PP0_
max in group asynchronous                 NPC[10]$_DFF_PP0_       10.17                    RN
min in group asynchronous                 NPC[25]$_DFF_PP0_        8.82                    RN
worst min register to register         EX_MEM_IR[9]$_DFF_P_        0.33   ID_EX_IR[9]$_DFF_P_
worst max register to register  EX_MEM_ALUOUT[30]$_DFFE_PP_       14.61    ID_EX_B[1]$_DFF_P_
## layout make-up
cell class,instances,area (um2),area share (%)
Tap cell,2370,2970,3.55
Antenna cell,4,10.0,0.0120
Clock buffer,229,4850,5.80
Sequential cell,1650,48100,57.5
Timing Repair Buffer,261,2120,2.54
Inverter,133,499,0.597
Clock inverter,181,1410,1.69
Multi-Input combinational cell,2731,23700,28.3
## layer usage
metal	vias to the layer above	GRT usage, %	part of all wire (%)
li1	20000	-	-
met1	23100	36.0	35
met2	3336	40.1	46
met3	503	18.4	16
met4	15	8.30	3.7
met5	-	1.04	0.12
## synth_stat cells (23+ instances only)
cell type / number / area share [%]
a22oi_1: 218 / 2.2
dfxtp_1: 130 / 3.6
mux2i_1: 69 / 0.94
o21ai_0: 123 / 0.84
a31oi_1: 29 / 0.25
a222oi_1: 61 / 0.83
a211oi_1: 56 / 0.57
dfrtp_1: 32 / 1.1
mux2_2: 47 / 0.72
nor4_1: 33 / 0.28
xor2_1: 23 / 0.27
nand2b_1: 28 / 0.24
a21oi_1: 193 / 1.3
o211ai_1: 26 / 0.27
buf_1: 52 / 0.27
buf_2: 32 / 0.22
edfxtp_1: 1488 / 61
clkbuf_1: 238 / 1.2
a221oi_1: 86 / 1.0
ha_1: 120 / 2.0
inv_1: 131 / 0.67
nor2b_1: 26 / 0.22
xnor2_1: 89 / 1.1
nor3_1: 78 / 0.53
and2_1: 40 / 0.34
a22o_1: 65 / 0.78
nand4_1: 67 / 0.57
mux4_2: 288 / 8.9
nand2_1: 180 / 0.92
nand3_1: 137 / 0.94
and3_1: 24 / 0.20
nor2_1: 292 / 1.5
Power is estimated from default activity; no workload was simulated.
